==> design/flow/design.v <==
module processor( input         clk, reset,
                  output [31:0] PC,
                  input  [31:0] instruction,
                  output        WE,
                  output [31:0] address_to_mem,
                  output [31:0] data_to_mem,
                  input  [31:0] data_from_mem
                );
	wire reg_write, alu_src_a, alu_src_b, mem_to_reg, branch_beq, branch_jal, branch_jalr, zero;
	wire [2:0] alu_control, imm_control;
	wire [31:0]	rs1, rs2, imm_out, mux0_out, mux1_out, mux2_out, mux3_out, alu0_out, alu1_out, alu2_out, mux_2_0_out, mux_2_1_out;
	wire xxx; 
	wire [1:0] mux_2_1_control;
	reg [31:0] my_PC;
			controller ctr(	instruction[6:0], 
						instruction[14:12],
						instruction[31:25],
						reg_write,
						alu_control,
						WE,
						imm_control,
						alu_src_a,
						alu_src_b,
						mem_to_reg,
						branch_beq,
						branch_jal,
						branch_jalr,
						mux_2_1_control);
		gpr_set gpr(	instruction[19:15],
						instruction[24:20],
						instruction[11:7],
						reg_write,
						mux1_out,
						clk,
						rs1, 
						rs2,
						reset);
		imm_decoder imm(instruction[31:7],
						imm_control,
						imm_out);
		mux mux0(mux_2_1_out, alu2_out, branch_jal | branch_jalr, mux0_out);
		mux mux1(mux0_out, data_from_mem, mem_to_reg, mux1_out);
		mux mux2(rs1, my_PC, alu_src_a, mux2_out);
		mux mux3(rs2, imm_out, alu_src_b, mux3_out);
		alu alu0(	mux2_out,
					mux3_out,
					alu_control,
					alu0_out,
					zero);
		alu alu1(	imm_out,
					my_PC,
					3'b000,
					alu1_out,
					xxx);
		alu alu2(	{{29{1'b0}},3'b100},
					my_PC,
					3'b000,
					alu2_out,
					xxx);
		mux2 mux_2_0(	alu2_out,
						alu0_out,
						alu1_out,
						my_PC,
						{(zero & branch_beq) | branch_jal, branch_jalr},
						mux_2_0_out);
		mux2 mux_2_1(	alu0_out,
						imm_out,
						alu1_out,
						{32{1'b0}},
						mux_2_1_control,
						mux_2_1_out);				
	always @(posedge clk)
	begin
		if (reset)
		begin
			my_PC <= 0;
		end
		else
		begin
			my_PC <= mux_2_0_out;
		end
	end
	assign PC = my_PC;
	assign address_to_mem = mux_2_1_out;
	assign data_to_mem = rs2;
endmodule
module alu(	input	signed	[31:0]	src_a,
			input	signed	[31:0]	src_b,
			input			[2:0]	alu_control,
			output	reg		[31:0]	alu_out,
			output	reg				zero); 
	always @(*)
	begin
		case (alu_control)
			3'b000:  
				alu_out <= src_a + src_b;
			3'b001:  
				alu_out <= src_a & src_b;
			3'b010:  
				alu_out <= src_a - src_b;
			3'b011:  
				alu_out <= src_a < src_b;
			3'b100:  
				alu_out <= {src_a[31:24] + src_b[31:24], src_a[23:16] + src_b[23:16], src_a[15:8] + src_b[15:8], src_a[7:0] + src_b[7:0]};
			3'b101:  
				alu_out <= src_a << src_b;
			3'b110:  
				alu_out <= src_a >> src_b;
			3'b111:  
				alu_out <= src_a >>> src_b;
		endcase
		zero <= alu_out == {32{1'b0}} ? 1 : 0;
	end
endmodule
module mux(	input		[31:0]	in1,
			input		[31:0]	in2,
			input				control,
			output	reg	[31:0]	out);
	always @(*)
		if (control)
			out <= in2;
		else
			out <= in1;
endmodule
module mux2(input		[31:0]	in1,
			input		[31:0]	in2,
			input		[31:0]	in3,
			input		[31:0]	in4,
			input		[1:0]	control,
			output	reg	[31:0]	out);
	always @(*)
		case (control)
			0: out <= in1;
			1: out <= in2;
			2: out <= in3;
			3: out <= in4;
			default: out <= in1;
		endcase
endmodule
module gpr_set(	input		[4:0]	a1,
				input		[4:0]	a2,
				input		[4:0]	a3,
				input				we3,
				input		[31:0]	wd3,
				input				clk,
				output		[31:0]	rd1,
				output		[31:0]	rd2,
				input				reset);
	reg[31:0] regs [31:0];
	always @(posedge clk)
	begin
		if (reset)
		begin
			regs[0] <= {32{1'b0}};
			regs[1] <= {32{1'b0}};
			regs[2] <= {32{1'b0}};
			regs[3] <= {32{1'b0}};
			regs[4] <= {32{1'b0}};
			regs[5] <= {32{1'b0}};
			regs[6] <= {32{1'b0}};
			regs[7] <= {32{1'b0}};
			regs[8] <= {32{1'b0}};
			regs[9] <= {32{1'b0}};
			regs[10] <= {32{1'b0}};
			regs[11] <= {32{1'b0}};
			regs[12] <= {32{1'b0}};
			regs[13] <= {32{1'b0}};
			regs[14] <= {32{1'b0}};
			regs[15] <= {32{1'b0}};
			regs[16] <= {32{1'b0}};
			regs[17] <= {32{1'b0}};
			regs[18] <= {32{1'b0}};
			regs[19] <= {32{1'b0}};
			regs[20] <= {32{1'b0}};
			regs[21] <= {32{1'b0}};
			regs[22] <= {32{1'b0}};
			regs[23] <= {32{1'b0}};
			regs[24] <= {32{1'b0}};
			regs[25] <= {32{1'b0}};
			regs[26] <= {32{1'b0}};
			regs[27] <= {32{1'b0}};
			regs[28] <= {32{1'b0}};
			regs[29] <= {32{1'b0}};
			regs[30] <= {32{1'b0}};
			regs[31] <= {32{1'b0}};
		end
		else
		begin
			if (a3 != 5'b00000)
			begin
				if (we3)
				begin
					regs[a3] <= wd3;
				end
			end
		end
	end
	assign rd1 = regs[a1];
	assign rd2 = regs[a2];
endmodule
module imm_decoder(	input		[24:0]	imm_in,
					input		[2:0]	imm_control,
					output	reg	[31:0]	imm_out);
	always @(*)
		case (imm_control)
			3'b000:  
				imm_out <= {{21{imm_in[24]}}, imm_in[23:18], imm_in[17:14], imm_in[13]};
			3'b001:  
				imm_out <= {{21{imm_in[24]}}, imm_in[23:18], imm_in[4:1], imm_in[0]};
			3'b010:  
				imm_out <= {32{1'b0}};
			3'b011:  
				imm_out <= {{20{imm_in[24]}}, imm_in[0], imm_in[23:18], imm_in[4:1], 1'b0};
			3'b100:  
				imm_out <= {{12{imm_in[24]}}, imm_in[12:5], imm_in[13], imm_in[23:18], imm_in[17:14], 1'b0};
			3'b101:  
				imm_out <= {imm_in[24], imm_in[23:13], imm_in[12:5], {12{1'b0}}};
			default:
				imm_out <= {32{1'b0}};
		endcase
endmodule
module controller(	input 		[6:0] 	opcode, 
					input		[2:0]	funct3,
					input		[6:0]	funct7,
					output reg			reg_write,
					output reg	[2:0]	alu_control,
					output reg			mem_write,
					output reg	[2:0]	imm_control,
					output reg			alu_src_a,
					output reg			alu_src_b,
					output reg			mem_to_reg,
					output reg			branch_beq,
					output reg			branch_jal,
					output reg			branch_jalr,
					output reg	[1:0]	mux_2_1_control);
	always @(*)
		case (opcode)
			7'b0110011:	 
			begin
				case (funct7)
					7'b0000000:  
					begin
						case (funct3)
							3'b000:  
								alu_control <= 000;
							3'b111:  
								alu_control <= 001;
							3'b010:  
								alu_control <= 011;
							3'b001:  
								alu_control <= 101;
							3'b101:  
								alu_control <= 110;
							default:  
								alu_control <= 000;
						endcase
					end
					7'b0100000:  
					begin
						case (funct3)
							3'b000:  
								alu_control <= 010;
							3'b101:  
								alu_control <= 111;
							default:  
								alu_control <= 010;
						endcase
					end
					default:  
						alu_control <= 000;
				endcase
				{reg_write, mem_write, imm_control, alu_src_a, alu_src_b, mem_to_reg, branch_beq, branch_jal, branch_jalr, mux_2_1_control} <= {1'b1, 1'b0, 3'b000, 1'b0, 1'b0, 1'b0, 1'b0, 1'b0, 1'b0, 2'b00};
			end
			7'b0010011:  
				{reg_write, alu_control, mem_write, imm_control, alu_src_a, alu_src_b, mem_to_reg, branch_beq, branch_jal, branch_jalr, mux_2_1_control} <= {1'b1, 3'b000, 1'b0, 3'b000, 1'b0, 1'b1, 1'b0, 1'b0, 1'b0, 1'b0, 2'b00};
			7'b0001011:  
				{reg_write, alu_control, mem_write, imm_control, alu_src_a, alu_src_b, mem_to_reg, branch_beq, branch_jal, branch_jalr, mux_2_1_control} <= {1'b1, 3'b100, 1'b0, 3'b010, 1'b0, 1'b0, 1'b0, 1'b0, 1'b0, 1'b0, 2'b00};
			7'b0000011:  
				{reg_write, alu_control, mem_write, imm_control, alu_src_a, alu_src_b, mem_to_reg, branch_beq, branch_jal, branch_jalr, mux_2_1_control} <= {1'b1, 3'b000, 1'b0, 3'b000, 1'b0, 1'b1, 1'b1, 1'b0, 1'b0, 1'b0, 2'b00};
			7'b0100011:  
				{reg_write, alu_control, mem_write, imm_control, alu_src_a, alu_src_b, mem_to_reg, branch_beq, branch_jal, branch_jalr, mux_2_1_control} <= {1'b0, 3'b000, 1'b1, 3'b001, 1'b0, 1'b1, 1'b1, 1'b0, 1'b0, 1'b0, 2'b00};
			7'b1100011:  
				{reg_write, alu_control, mem_write, imm_control, alu_src_a, alu_src_b, mem_to_reg, branch_beq, branch_jal, branch_jalr, mux_2_1_control} <= {1'b0, 3'b010, 1'b0, 3'b011, 1'b0, 1'b0, 1'b0, 1'b1, 1'b0, 1'b0, 2'b00};
			7'b1101111:  
				{reg_write, alu_control, mem_write, imm_control, alu_src_a, alu_src_b, mem_to_reg, branch_beq, branch_jal, branch_jalr, mux_2_1_control} <= {1'b1, 3'b000, 1'b0, 3'b100, 1'b0, 1'b0, 1'b0, 1'b0, 1'b1, 1'b0, 2'b00};
			7'b1100111:  
				{reg_write, alu_control, mem_write, imm_control, alu_src_a, alu_src_b, mem_to_reg, branch_beq, branch_jal, branch_jalr, mux_2_1_control} <= {1'b1, 3'b000, 1'b0, 3'b000, 1'b0, 1'b1, 1'b0, 1'b0, 1'b0, 1'b1, 2'b00};
			7'b0010111:  
				{reg_write, alu_control, mem_write, imm_control, alu_src_a, alu_src_b, mem_to_reg, branch_beq, branch_jal, branch_jalr, mux_2_1_control} <= {1'b1, 3'b000, 1'b0, 3'b101, 1'b1, 1'b1, 1'b0, 1'b0, 1'b0, 1'b0, 2'b10};
			7'b0110111:  
				{reg_write, alu_control, mem_write, imm_control, alu_src_a, alu_src_b, mem_to_reg, branch_beq, branch_jal, branch_jalr, mux_2_1_control} <= {1'b1, 3'b000, 1'b0, 3'b101, 1'b0, 1'b1, 1'b0, 1'b0, 1'b0, 1'b0, 2'b01};
			default:  
				{reg_write, alu_control, mem_write, imm_control, alu_src_a, alu_src_b, mem_to_reg, branch_beq, branch_jal, branch_jalr, mux_2_1_control} <= {1'b0, 3'b000, 1'b0, 3'b000, 1'b0, 1'b0, 1'b0, 1'b0, 1'b1, 1'b1, 2'b00};
		endcase			
endmodule
==> design/flow/run.sh <==
#!/bin/bash
# OpenROAD 26Q1-2900-gdf79404cd8, Yosys 0.63+post, stock flow scripts
make -C /OpenROAD-flow-scripts/flow DESIGN_CONFIG=/design/flow/config.mk WORK_HOME=/design/flow/orfs finish
==> design/flow/config.mk <==
export PLATFORM = sky130hd
export DESIGN_NAME = processor
export DESIGN_NICKNAME = processor
export VERILOG_FILES = /design/flow/design.v
export SDC_FILE = /design/flow/constraint.sdc
export NUM_CORES = 4
export LEC_CHECK = 1
export CORE_UTILIZATION = 40
==> design/flow/constraint.sdc <==
current_design processor

set clk_period 26.2
set clk_io_pct 0.2

create_clock -name clk0 -period $clk_period [get_ports {clk}]

set non_clock_inputs [all_inputs -no_clocks]
set_input_delay [expr $clk_period * $clk_io_pct] -clock clk0 $non_clock_inputs
set_output_delay [expr $clk_period * $clk_io_pct] -clock clk0 [all_outputs]
==> Slide: Implementation Results <==
Key Metrics from the Run

Detailed routing
  • Number of DRC markers in iteration 0: 5857
  • Antenna-violating nets left: 0
  • DR vias/cell: 6.615
  • Vias: 61620
  • WL final: 358300 um
  • Wire per inst: 38.46 um
  • DRC Markers: 0
  • Iteration count of the initial detailed-routing pass: 7

CTS
  • Total CTS buffers: 107
  • Clk buf depth: 3
  • Post-cts resize count: 0
  • Clk pin slew, worst setup/hold paths: 0.07 ns
  • CTS Hold Buffers Added: 0
  • TritonCTS clock tree: built
  • Htree depth: 3
  • Root Buffer: clkbuf_16
  • CTS sink count: 1056
  • Clock Latency Late Sink: 0.78 ns
  • Post-CTS setup buffer count: 0

Setup path
  • Kind of critical path: in -> out
  • Critical-path maximum fanout: 47
  • Worst endpoint data arrival time: 14.81 ns
  • CP peak stage delay: 0.67 ns
  • Top Family by Delay on Critical Path: buffers and inverters
  • CP Capture Type: primary output
  • CP max-delay cell: a21oi_1
  • Required @ worst endpoint: 20.96 ns
  • Setup crit start kind: input port
  • Bufs and invs on worst path: 8

STA
  • Minimum clock period after layout: 20.05 ns
  • Fmax: 49.87 MHz
  • Final setup margin: 6.148 ns
  • Hold Fails Final Rpt: 0
  • Slew headroom: 6.733%
  • Tightest Pin Transition: 1.384 ns
  • RSZ-0062 raised after global routing: no
  • Number of setup violations in the final report: 0
  • Cycle use final: 76.53%
  • Max Clock Skew: 0.03687 ns
  • Slew Limit Fails: 0
  • Setup tns final: 0 ns

Synth
  • Flops after synth: 1056
  • Yosys cell types: 118
  • Adder share: 1.916%
  • Ys async rst share: 0%
  • XOR/XNOR Area Share: 1.103%
  • Post-synth top area share: 44.00%
  • Chip Area, Yosys: 69880 um2
  • Post-synth EDFFs: 1024
  • Seq share, synth: 44.92%
  • Synth Flop Type: edfxtp_1
  • Aoi share: 14.99%
  • Syn Std Cell Area: 69880 um2
  • Top cells by area, synth: edfxtp_1, mux2i_1, nor2_1
  • Top comb family, area: multiplexers
  • Area leader, netlist: edfxtp_1
  • Post-Synthesis Cells: 6861
  • # Cells Yosys: 6861
  • Synthesis Warnings: 7
  • Syn avg cell area: 10.19 um2
  • Mux frac, synth: 17.51%
  • Basic Gates by Area: 14.49%

Job
  • Max-cap violation count: 0
  • OpenROAD warnings: 59

Pwr
  • Int Pwr: 3201 uW
  • Clock power share: 30.9%
  • Net Switching: 1734 uW
  • VDD IR-drop max: 54.30 uV
  • Combinational share of power: 29.8%
  • Sequential cell fraction of total power: 39.3%
  • Lkg Pwr: 0.02847 uW
  • Sw Share: 35.14%
  • Cell Pwr Density: 63.23 nW/um2

Cells and area
  • Finished Layout Cells: 9315
  • Design area: 78070 um2
  • Final Core Density: 44.96%
  • Area delta synth->final: 11.71%
  • Layout cells sized above 1: 12.96%

Floorplanning
  • Core ar.: 173600 um2
  • Die H: 420.0 um
  • Die W: 420.0 um
  • FP Core Util: 40.25%
  • Die area: 176400 um2
  • Io pins: 163
  • Row Count: 153

Global routing
  • Vias in the first global route: 61220
  • Antenna violations before repair: 20
  • First-pass GRT wire length: 487800 um
  • GRT Util Overall: 42.93%
  • Largest net degree at the start of global routing: 79
  • Global route overflow: 0

Placed design
  • GPL Wtd Cong: 1.187
  • Setup WS pre-CTS: 6.366 ns
  • Placed Area: 74670 um2
  • Placed Instances: 9102
  • Tally of buffers added on design ports: 162
  • Placed wire-length estimate: 244700 um

Min path
  • Hold/Removal Path Class: reg -> reg

Outcome
  • Status: finished, final reports clean
-- power groups by stage --
stage / logic (uW) / clock network [uW] / registers [uW]
CTS: 1410 / 1530 / 1940
global route: 1510 / 1580 / 1950
finish: 1470 / 1520 / 1940
-- worst reg2reg max path, delay by kind of cell, from the launching register on --
family,cells,cell delay (ns)
compound gates,14,3.80
xor+xnor,1,0.12
fa+ha+maj,3,1.31
buf+inv,6,2.25
flops,1,0.38
mux,1,0.48
simple gates,8,2.23
-- placed cells by master, fill, tap and decap left out, types with 33 or more instances in the layout --
| master | netlist | final |
|---|---|---|
| and3_1 | 34 | 34 |
| a22oi_1 | 277 | 276 |
| a21o_1 | 40 | 40 |
| nor2_1 | 1308 | 1304 |
| mux2i_1 | 826 | 825 |
| a211oi_1 | 85 | 85 |
| a31oi_1 | 55 | 55 |
| mux4_2 | 155 | 155 |
| o21ai_0 | 161 | 158 |
| mux2_2 | 33 | 33 |
| clkbuf_16 | 0 | 108 |
| ha_1 | 99 | 98 |
| nor3_1 | 104 | 99 |
| buf_4 | 31 | 350 |
| o22ai_1 | 91 | 90 |
| a21oi_1 | 338 | 326 |
| nand2_1 | 368 | 336 |
| clkdlybuf4s50_1 | 0 | 153 |
| edfxtp_1 | 1024 | 1024 |
| inv_1 | 126 | 126 |
| nand2b_2 | 0 | 33 |
| nand3_1 | 177 | 176 |
| xnor2_1 | 65 | 65 |
| a22o_1 | 38 | 38 |
| o211ai_1 | 76 | 76 |
-- state kept, by name, summed over array words and instances, names as in the netlist --
signal / cells
gpr.regs: 1024
my_PC: 32
-- cells in the mapped netlist (85+ instances only) --
cell and count:
mux2i_1 826, a22oi_1 277, a21oi_1 338, nor2_1 1308, o21ai_0 161, mux4_2 155, nor3_1 104, ha_1 99
edfxtp_1 1024, o22ai_1 91, a211oi_1 85, inv_1 126, nand3_1 177, nand2_1 368, buf_2 192, clkbuf_1 332
-- area by class of cell --
class,count,area [um2]
fillers,15950,95560
multi-input cells,5073,35590
flip-flops and latches,1056,31390
repair buffers,512,4264
well taps,2325,2909
clock buffers,133,2796
clock inverters,64,564.3
inverters,136,510.5
diodes,16,40.04
-- metal layers --
metal,up-vias,part of all wire [%],global-route usage (%)
li1,25780,-,-
met1,29620,31,46.53
met2,4850,43,59.62
met3,1330,16,27.55
met4,36,9.7,32.41
met5,-,0.33,4.335
-- worst paths after layout --
path | startpoint | endpoint | slack (ns) | depth (start not counted)
worst max-delay path | instruction[22] | address_to_mem[26] | 6.15 | 29
worst min-delay path | my_PC[0]$_SDFFE_PP0P_ | my_PC[0]$_SDFFE_PP0P_ | 0.60 | 2
worst max register to register | gpr.regs[15][0]$_SDFFCE_PN0P_ | my_PC[30]$_SDFFE_PP0P_ | 15.59 | 33
worst min register to register | my_PC[0]$_SDFFE_PP0P_ | my_PC[0]$_SDFFE_PP0P_ | 0.60 | 2
-- metrics by stage --
stage | hold WS (ns) | power (uW)
global placement | 0.5831 | 3385
floorplan | 0.4804 | 2738
global route | 0.6541 | 5041
CTS | 0.6112 | 4878
finish | 0.6049 | 4936
detailed placement | 0.5939 | 3378
-- cells by family after synthesis --
kind of cell    count (synthesis)
compound gates               1524
xor+xnor                       88
fa+ha+maj                     104
buf+inv                       763
flops                        1056
mux                          1020
other cells                     1
simple gates                 2305
Power is estimated from default activity; no workload was simulated.
